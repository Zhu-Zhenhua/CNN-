==> flow/design.v <==
module frontmodule #(
  parameter COMPUTE=2'b10,  
  parameter WRITE = 2'b01,
  parameter READ = 2'b11,
  parameter SLEEP = 2'b00,
  parameter ENABLE = 2'b01,  
  parameter DISABLE = 2'b10  
)(
  input TMBsig,
  input DTMBsig,
  input [1:0] XBAR_ADDRsig,
  input [5:0] AXsig, 
  input [5:0] AYsig, 
  input CEBsig, 
  input RSTBsig, 
  input WEBsig, 
  input CMEBsig, 
  input DINsig,
  input [63:0] CM_WLsig, 
  input SIGM_INsig, 
  input ID_INsig, 
  input RESET_INsig,
  input CD_TRANSsig,
  input inputsig_CD_trans,
  input inputsig_flag_kernel,
  input feedbacksig_flag_kernel,
  input [1:0] inputsig_kernel_mode,
  input [1:0] KERNEL_MODEsig,
  input [1:0] inputsig_control,
  input [7:0] inputsig_id,
  input [11:0] inputsig_address, 
  input [63:0] inputsig_data_c,
  input [1:0] inputsig_xbar_address,
  input inputsig_data_w,
  input inputsig_flag,
  input feedbacksig_flag,
  input [63:0] feedbacksig_data,
  input [3:0] feedbacksig_row,
  input [3:0] inputsig_sigmoid_threshold,
  input CLK,
  input RESET,
  output reg [7:0] next_id,
  output reg [1:0] next_control,
  output reg next_data_w,
  output reg posxbar_data_w,
  output reg negxbar_data_w,
  output reg [3:0] next_row , 
  output reg [11:0] next_address, 
  output reg [11:0] posxbar_address, 
  output reg [11:0] negxbar_address,
  output reg [1:0] posxbar_enable,  
  output reg [1:0] negxbar_enable,
  output reg [1:0] next_xbar_address ,
  output reg [1:0] posxbar_control,  
  output reg [63:0] posxbar_data_c, 
  output reg [63:0] next_data_c,
  output reg [1:0] negxbar_control,
  output reg [63:0] negxbar_data_c,
  output reg [3:0] next_sigmoid_threshold,
  output reg next_CD_trans,
  output reg [1:0] next_kernel_mode
);
  reg compute_counter_bit;
  reg [6:0] clk_counter;
  reg [7:0] input_id;
  reg [1:0] input_control;
  reg [11:0] input_address;
  reg [63:0] input_data_c;
  reg input_data_w;
  reg [1:0] input_xbar_address;
  reg [3:0] input_sigmoid_threshold;
  reg input_flag;  
  reg input_CD_trans;
  reg input_flag_kernel;
  reg feedback_flag_kernel;
  reg [1:0]input_kernel_mode;
  reg feedback_flag;  
  reg [63:0] feedback_data;
  reg [3:0] feedback_row;
  wire FEEDBACK_FLAG;
  assign FEEDBACK_FLAG = (input_CD_trans == 1)?feedback_flag_kernel:feedback_flag;
  wire INPUT_FLAG;
  assign INPUT_FLAG = (input_CD_trans == 1)?input_flag_kernel:input_flag;
  always @ (negedge CLK)	 
    begin
      if (RESET_INsig == 1) 
        begin
          input_control <= SLEEP;
          input_address <= 0;
          input_data_c <= 0;
          input_xbar_address <= 0;
          input_data_w <= 0;
          input_flag <= 0;
          input_sigmoid_threshold <= 0;
          input_id <= 0;
          input_CD_trans <= 0;
          input_kernel_mode <= 0;
        end
      else if (clk_counter == 0)
        begin
          if (DTMBsig == 1)	
            begin
              input_control <= {WEBsig,CMEBsig};   
              input_address <= {AXsig[5:0],AYsig[5:0]};
              input_data_c <= CM_WLsig;
              input_xbar_address <= XBAR_ADDRsig;
              input_data_w <= DINsig;
              input_flag <= 1;	 
              if (SIGM_INsig ==1 )
                begin
                  input_sigmoid_threshold <= 4'b1111;	 
                end
              else
                begin
                  input_sigmoid_threshold <= 4'b0000;
                end
              input_id <= {7'b0,ID_INsig};
              input_CD_trans <=	CD_TRANSsig;
              input_kernel_mode <= KERNEL_MODEsig;
            end
          else 
            begin
              if(RESET == 1)
                begin
                  input_control <= SLEEP;
                  input_address <= 0;
                  input_data_c <= 0;
                  input_xbar_address <= 0;
                  input_data_w <= 0;
                  input_flag <= 0;
                  input_sigmoid_threshold <= 0;
                  input_id <= 0;
                  input_CD_trans <= 0;
                  input_kernel_mode <= 0;
                end
              else 
                begin
                  input_control <= inputsig_control;
                  input_address <= inputsig_address;
                  input_data_c <= inputsig_data_c;
                  input_xbar_address <= inputsig_xbar_address;
                  input_data_w <= inputsig_data_w;
                  input_flag <= inputsig_flag;
                  input_sigmoid_threshold <= inputsig_sigmoid_threshold;
                  input_id <= inputsig_id;
                  input_CD_trans <= inputsig_CD_trans;
                  input_kernel_mode <= inputsig_kernel_mode;
                end 
            end
        end
      else
        begin
          input_control <= input_control;
          input_address <= input_address;
          input_data_c <= input_data_c;
          input_xbar_address <= input_xbar_address;
          input_data_w <= input_data_w;
          input_flag <= input_flag;
          input_sigmoid_threshold <= input_sigmoid_threshold;
          input_id <= input_id;
          input_CD_trans <= input_CD_trans;
          input_kernel_mode <= input_kernel_mode;
        end
    end
  always @ (negedge CLK)	 
    begin
      if (RESET_INsig == 1) 
        begin
          clk_counter <= 0;
        end
      else 
        begin
          if(RESET == 1 && DTMBsig == 0)
            begin
              clk_counter <= 0 ;
            end
          else 
            begin 
              clk_counter <= clk_counter + 1;
            end  
        end
      end
  always @ (negedge CLK)	 
    begin
      if (RESET_INsig == 1) 
        begin
          feedback_flag <= 0;
          feedback_data <= 0;
          feedback_row <= 0;
          input_flag_kernel <= 0;
          feedback_flag_kernel <= 0; 
        end
      else
        begin
          if(RESET == 1 && DTMBsig == 0)
            begin
              feedback_flag <= 0;
              feedback_data <= 0;
              feedback_row <= 0;
              input_flag_kernel <= 0;
              feedback_flag_kernel <= 0; 
            end
          else 
            begin
              feedback_flag <= feedbacksig_flag;
              feedback_data <= feedbacksig_data;
              feedback_row <= feedbacksig_row;
              input_flag_kernel <= inputsig_flag_kernel;
              feedback_flag_kernel <= feedbacksig_flag_kernel; 
            end
        end
    end
  always @ (negedge CLK)
    begin
      if (RESET_INsig == 1) 
        begin
          compute_counter_bit <=0;
          posxbar_data_w <= 0;
          posxbar_address <= 0;
          negxbar_data_w <= 0;
          negxbar_address <= 0;
          next_id <= 0;
          posxbar_enable <= DISABLE;
          negxbar_enable <= DISABLE;
          next_control <= SLEEP;
          next_data_c <= 0;
          next_row <= 0;
          posxbar_control <= READ;
          posxbar_data_c <= 0;
          negxbar_control <= READ;
          negxbar_data_c <= 0;
        end
      else
        begin
          if (TMBsig ==1)	 
            begin
              compute_counter_bit <=0;
              next_id <=0;
              next_control <= SLEEP;
              next_data_c <= 0;
              next_row <= 0;
              if (XBAR_ADDRsig == 2'b00)
                begin
                  posxbar_data_w <= DINsig;
                  posxbar_address <= {AXsig[5:0],AYsig[5:0]};
                  posxbar_enable <= {CEBsig,RSTBsig};
                  posxbar_control <= {WEBsig,CMEBsig};
                  posxbar_data_c <= CM_WLsig;
                  negxbar_data_w <= 0;
                  negxbar_address <= 0;
                  negxbar_enable <= DISABLE;
                  negxbar_control <= READ;
                  negxbar_data_c <= 0;
                end
              else if (XBAR_ADDRsig == 2'b01)
                begin
                  posxbar_data_w <= 0;
                  posxbar_address <= 0;
                  posxbar_control <= READ;
                  posxbar_data_c <= 0;
                  posxbar_enable <= DISABLE;
                  negxbar_data_w <= DINsig;
                  negxbar_address <= {AXsig[5:0],AYsig[5:0]};
                  negxbar_enable <= {CEBsig,RSTBsig};
                  negxbar_control <= {WEBsig,CMEBsig};
                  negxbar_data_c <= CM_WLsig;
                end
              else
                begin
                  posxbar_data_w <= 0;
                  posxbar_address <= 0;
                  negxbar_data_w <= 0;
                  negxbar_address <= 0;
                  posxbar_enable <= DISABLE;
                  negxbar_enable <= DISABLE;
                  posxbar_control <= READ;
                  posxbar_data_c <= 0;
                  negxbar_control <= READ;
                  negxbar_data_c <= 0;
                end              
            end
          else
            begin
              if(RESET == 1 && DTMBsig == 0)
                begin
                  compute_counter_bit <=0;
                  posxbar_data_w <= 0;
                  posxbar_address <= 0;
                  negxbar_data_w <= 0;
                  negxbar_address <= 0;
                  next_id <= 0;
                  posxbar_enable <= DISABLE;
                  negxbar_enable <= DISABLE;
                  next_control <= SLEEP;
                  next_data_c <= 0;
                  next_row <= 0;
                  posxbar_control <= READ;
                  posxbar_data_c <= 0;
                  negxbar_control <= READ;
                  negxbar_data_c <= 0;
                end
              else
                begin
                  posxbar_data_w <= input_data_w;    
                  negxbar_data_w <= input_data_w;
                  if (FEEDBACK_FLAG == 1'b0)	 
                    begin
                      if (INPUT_FLAG == 1'b1)
                        begin
                          next_control <= input_control;
                          next_data_c <= input_data_c;
                          next_row <= 4'b0;
                          negxbar_data_c <= input_data_c;
                          posxbar_data_c <= input_data_c;
                          if (input_control == COMPUTE)
                            begin
                              posxbar_address[5:2] <= 4'b0;	
                              negxbar_address[5:2] <= 4'b0;
                              if (next_id != input_id && compute_counter_bit == 0) 
                                begin
                                  compute_counter_bit <= 1;
                                  next_id <= next_id;
                                  posxbar_enable <= DISABLE;
                                  negxbar_enable <= DISABLE;
                                  posxbar_control <= READ;
                                  negxbar_control <= READ;
                                end
                              else if (next_id != input_id && compute_counter_bit == 1)
                                begin
                                  compute_counter_bit <= 0;
                                  next_id <= input_id;
                                  posxbar_enable <= ENABLE;
                                  negxbar_enable <= ENABLE;
                                  posxbar_control <= input_control;
                                  negxbar_control <= input_control;    
                                end 
                              else
                                begin
                                  compute_counter_bit <= 0;
                                  next_id <= next_id;
                                  posxbar_enable <= posxbar_enable;
                                  negxbar_enable <= negxbar_enable;
                                  posxbar_control <= posxbar_control;
                                  negxbar_control <= negxbar_control;
                                end
                            end
                          else if (input_control == READ)
                            begin
                              posxbar_address <= input_address;
                              negxbar_address <= input_address;
                              next_id <= input_id;
                              posxbar_control <= READ;
                              negxbar_control <= READ;  
                              if (input_xbar_address == 2'b00)
                                begin
                                  posxbar_enable <= ENABLE;
                                  negxbar_enable <= DISABLE; 
                                end
                              else if (input_xbar_address == 2'b01)
                                begin
                                  posxbar_enable <= DISABLE;
                                  negxbar_enable <= ENABLE;            
                                end
                              else
                                begin
                                  posxbar_enable <= DISABLE;
                                  negxbar_enable <= DISABLE;            
                                end
                            end
                          else if (input_control == WRITE)
                            begin
                              next_id <= input_id;
                              posxbar_address <= input_address;
                              negxbar_address <= input_address;
                              if (input_xbar_address == 2'b00)
                                begin
                                  posxbar_control <= input_control; 
                                  negxbar_control <= READ; 
                                  posxbar_enable <= ENABLE;
                                  negxbar_enable <= DISABLE;
                                end
                              else if (input_xbar_address == 2'b01)
                                begin
                                  posxbar_control <= READ;
                                  negxbar_control <= input_control;  
                                  posxbar_enable <= DISABLE;
                                  negxbar_enable <= ENABLE;           
                                end
                              else
                                begin
                                  posxbar_control <= READ;
                                  negxbar_control <= READ; 
                                  posxbar_enable <= DISABLE;
                                  negxbar_enable <= DISABLE;             
                                end
                            end
                          else
                            begin
                              next_id <= next_id;
                              posxbar_control <= READ;
                              negxbar_control <= READ;
                              posxbar_enable <= DISABLE;
                              negxbar_enable <= DISABLE; 
                            end
                        end
                      else  
                        begin
                          posxbar_address <= input_address;
                          negxbar_address <= input_address;
                          next_id <= next_id;
                          next_control <= SLEEP; 
                          next_data_c <= next_data_c;
                          next_row <= 4'b0;
                          posxbar_enable <= DISABLE;
                          negxbar_enable <= DISABLE; 
                          posxbar_control <= READ;
                          posxbar_data_c <= input_data_c;
                          negxbar_control <= READ;
                          negxbar_data_c <= input_data_c;
                        end
                    end
                  else  
                    begin
                      next_id <= next_id;
                      next_control <= COMPUTE;
                      next_data_c <= feedback_data;
                      posxbar_control <= COMPUTE;
                      posxbar_address[5:2] <= feedback_row;
                      posxbar_data_c <= feedback_data;
                      negxbar_control <= COMPUTE;
                      negxbar_address[5:2] <= feedback_row;
                      negxbar_data_c <= feedback_data;
                      if (compute_counter_bit == 1)
                        begin
                          posxbar_enable <= ENABLE;
                          negxbar_enable <= ENABLE;              
                          next_row <= feedback_row;
                          compute_counter_bit <= 0;
                        end
                      else if (next_row != feedback_row) 
                        begin
                          posxbar_enable <= DISABLE;
                          negxbar_enable <= DISABLE;
                          next_row <= next_row;
                          compute_counter_bit <= 1;
                        end
                      else
                        begin
                          posxbar_enable <= ENABLE;
                          negxbar_enable <= ENABLE;
                          next_row <= next_row;
                          compute_counter_bit <= 0;
                        end                      
                    end
                end
            end
        end
    end
  always @ (negedge CLK)
    begin
      if (RESET_INsig == 1) 
        begin
          next_address <= 0;
          next_data_w <= 0;
          next_xbar_address <= 2'b00;
          next_sigmoid_threshold <= 4'b0000;
          next_CD_trans <= 0;
          next_kernel_mode <= 0;
        end
      else if (RESET == 1 && DTMBsig == 0)
        begin
          next_address <= 0;
          next_data_w <= 0;
          next_xbar_address <= 2'b00;
          next_sigmoid_threshold <= 4'b0000;
          next_CD_trans <= 0;
          next_kernel_mode <= 0;
        end
      else if (INPUT_FLAG == 1)
        begin
          next_address <= input_address;
          next_data_w <= input_data_w;
          next_xbar_address <= input_xbar_address;
          next_sigmoid_threshold <= input_sigmoid_threshold; 
          next_CD_trans <= input_CD_trans;
          next_kernel_mode <= input_kernel_mode;
        end
      else
        begin
          next_address <= next_address;
          next_data_w <= next_data_w;
          next_xbar_address <= next_xbar_address;
          next_sigmoid_threshold <= next_sigmoid_threshold;
          next_CD_trans <= next_CD_trans;
          next_kernel_mode <= next_kernel_mode;
        end
    end
endmodule
==> flow/run.sh <==
#!/bin/bash
# OpenROAD 26Q1-2900-gdf79404cd8, Yosys 0.63+post, stock flow scripts
make -C /OpenROAD-flow-scripts/flow DESIGN_CONFIG=/design/flow/config.mk WORK_HOME=/design/flow/orfs finish
==> flow/config.mk <==
export PLATFORM = sky130hd
export DESIGN_NAME = frontmodule
export DESIGN_NICKNAME = frontmodule
export VERILOG_FILES = /design/flow/design.v
export SDC_FILE = /design/flow/constraint.sdc
export NUM_CORES = 4
export LEC_CHECK = 1
export CORE_UTILIZATION = 30
==> flow/constraint.sdc <==
current_design frontmodule

set clk_period 9.6
set clk_io_pct 0.2

create_clock -name clk0 -period $clk_period [get_ports {CLK}]

set non_clock_inputs [all_inputs -no_clocks]
set_input_delay [expr $clk_period * $clk_io_pct] -clock clk0 $non_clock_inputs
set_output_delay [expr $clk_period * $clk_io_pct] -clock clk0 [all_outputs]
==> impl_summary.log <==
[report] extracting results
[metrics] outcome: completed
[metrics] dominant synthesized flop cell: sky130_fd_sc_hd__dfxtp_1
[metrics] sequential area share after synthesis: 0.526
[metrics] Longest Clk Path Bufs: 3
[metrics] post-cts hold-fix buffer tally: 0
[metrics] number of buffers created by CTS: about 52
[metrics] list of cells traversed by the critical path: clkdlybuf4s50_1, inv_1, nor3_2, buf_4, nand2_1, a21oi_1
[metrics] Critical Setup Path Class: input port to register
[metrics] gate count after technology mapping: 2058
[metrics] slowest library cell on the worst path: sky130_fd_sc_hd__clkdlybuf4s50_1
[metrics] area added between synthesis and finish: 55.5%
[metrics] Synth area leaders: sky130_fd_sc_hd__dfxtp_1, sky130_fd_sc_hd__nand2_1, sky130_fd_sc_hd__a21oi_1
[metrics] Worst EP arrival: 4.20 ns
[metrics] Worst-Skew Late Latency: 0.64 ns
[metrics] count of instantiated cells in the yosys netlist: 2058
[metrics] DRC violation count after routing: 0
[metrics] slew at the pin closest to its max-slew limit: 0.946 ns
[metrics] Clock Root Buffer: sky130_fd_sc_hd__clkbuf_16
[metrics] pwr/cell area: 212 nW/µm²
[metrics] routed wire length: 68500 µm
[metrics] total global routing overflow: 0
[metrics] overall track demand over capacity in global routing: 0.245
[metrics] Detail Placement HPWL: 43400 µm
[metrics] CP endpoint kind: register
[metrics] top area contributor share: 0.526
[metrics] Final TNS setup: 0 ns
[metrics] total I/O pin count: 523
[metrics] data required time of the worst path: 5.33 ns
[metrics] PortBufs: 522
[metrics] TritonRoute pass-1 iters: 5
[metrics] Resized cells post-CTS: 0
[metrics] H-tree depth: 2
[metrics] worst IR drop on VDD: about 0.12 mV
[metrics] count of vias placed by the detailed router: 18.2k
[metrics] Slew Limit Headroom: 0.363
[metrics] RePlAce Congestion: 0.880
[metrics] Yosys warnings: 1
[metrics] detailed-route wire length per cell: approximately 18 µm
[metrics] Core Util at FP: 0.303
[metrics] number of synthesized flops with an enable pin: 0
[metrics] register bit count reported by yosys: 438
[metrics] Mapped Area: 16700 µm²
[metrics] vias in the first global route: 18.6k
[metrics] final count of negative-setup-slack endpoints: 0
[metrics] post-synthesis async set-or-reset flop share: 0
[metrics] post-synth cell types: 47
[metrics] die x size: 238 µm
[metrics] static power due to leakage: 0.0113 µW
[metrics] maximum single-stage delay on the critical path: 0.82 ns
[metrics] placement row count: between 80 and 90
[metrics] clk sinks: approximately 440
[metrics] nature of the critical path startpoint: input port
[metrics] post-synthesis chip area from yosys: 16700 µm²
[metrics] CORE AREA: between 50000 and 60000 µm²
[metrics] wire length of the first global-routing pass: 103000 µm
[metrics] proportion of layout cells with a drive suffix above 1: 0.0434
[metrics] final core utilization: 0.472
[metrics] FILL cells: 4953
[metrics] skew final: 0.0252 ns
[metrics] unrepaired setup endpoints after global routing: false
[metrics] max capacitance violation total: 0
[metrics] critical-path maximum fanout: 37
[metrics] Tool Warnings: around 460
[metrics] drt via density: a little under 5
[metrics] largest net degree at the start of global routing: between 90 and 100
[metrics] number of antenna violations at the first check in global routing: 8
[metrics] path category of the worst min-delay check: register to register
[metrics] Starting DRT DRC Count: 965
[metrics] vertical die dimension: 238 µm
[metrics] dominant cell type by area after synthesis: sky130_fd_sc_hd__dfxtp_1
[metrics] hold violation total from the final report: 0
[metrics] number of routed nets with antenna violations: 0
[metrics] area of the die: 56500 µm²
[metrics] Mapped Avg Cell Area: 8.10 µm²
[metrics] TritonCTS clock tree: yes
[metrics] clock-pin slew reported for the worst setup and hold paths after clock tree synthesis: approximately 0.030 ns
[metrics] Final Max Slew Viols: 0
[metrics] Post CTS Setup Buffer Count: 0
[metrics] hold slack final: 0.449 ns
## path summary, 6_finish.rpt
kind,from,end,slack [ns],depth (start not counted)
worst max-delay path,TMBsig,posxbar_data_c[29],1.13,6
worst min-delay path,next_address[7],next_address[7],0.45,2
worst max register to register,input_CD_trans,negxbar_data_c[20],6.61,7
worst min register to register,next_address[7],next_address[7],0.45,2
## state kept, by name, indices dropped and copies added, names as in the netlist, 4 cells and up
signal	flops
input_id	8
negxbar_data_c	64
next_id	8
negxbar_address	12
input_sigmoid_threshold	4
next_sigmoid_threshold	4
posxbar_address	12
clk_counter	7
feedback_row	4
next_row	4
next_data_c	64
input_address	12
input_data_c	64
posxbar_data_c	64
next_address	12
feedback_data	64
## metrics by stage
stage	setup slack, ns	cell area, µm²	std cells	power [µW]
CTS	1.18	25900	3718	5610
finish	1.13	25900	3721	5510
global placement	0.546	22500	3188	3020
global route	0.988	25900	3721	5890
floorplan	1.45	16700	2058	2630
detailed placement	0.544	22500	3188	3020
## cell families after synthesis
family / share of synthesized area
AOI/OAI and AO/OA: 0.161
xor gates and xnor gates: 0.00893
adders and majority gates: 0.00150
buffers and inverters: 0.0407
DFF: 0.526
muxes: 0.00593
and+or+nand+nor: 0.256
## cells in the mapped netlist (all sizes together), types with 2 or more instances
cell,instances
nand2,603
dfxtp,438
nor2,197
a21oi,181
clkbuf,136
nor3,95
a221oi,86
and2,72
a311oi,64
buf,31
a211oi,29
nand3,22
o21ai,18
xnor2,14
inv,8
nor2b,7
a21o,6
mux2i,6
or3,6
and3,4
a22oi,3
nand3b,3
xor2,3
ha,2
mux2,2
nand4,2
nor3b,2
nor4,2
o21bai,2
o32ai,2
or2,2
## per-layer routing
layer | up-vias | share of wire | track usage | wire length [µm]
met3 | 122 | 0.086 | 0.0976 | 5860
met4 | 10 | 0.023 | 0.0921 | 1550
li1 | 8756 | - | - | -
met5 | - | 0.00089 | 0 | 61
met2 | 770 | 0.47 | 0.370 | 32400
met1 | 8516 | 0.42 | 0.319 | 28700
## area by class of cell
class,instances,area [µm²],share of cell area
inverter,7,26.3,0.00101
sequential,438,8770,0.338
timing repair buffer,549,5490,0.212
antenna,3,7.51,0.000289
clock inverter,477,2060,0.0796
multi-input combinational,1445,7290,0.281
clock buffer,54,1350,0.0521
tap,748,936,0.0361
## worst max-delay path: cells and delay by family
family | cells | cell delay [ns]
AND-OR/OR-AND | 1 | 0.19
buffers and inverters | 3 | 1.63
AND/OR/NAND/NOR | 2 | 0.43
## placed cells by master (no fill, tap or decap), types with 13 or more instances in the layout
| cell type | n |
|---|---|
| sky130_fd_sc_hd__nor3_1 | 94 |
| sky130_fd_sc_hd__clkbuf_16 | 54 |
| sky130_fd_sc_hd__buf_4 | 23 |
| sky130_fd_sc_hd__a21oi_1 | 181 |
| sky130_fd_sc_hd__nand2_1 | 603 |
| sky130_fd_sc_hd__a311oi_1 | 64 |
| sky130_fd_sc_hd__a221oi_1 | 86 |
| sky130_fd_sc_hd__inv_1 | 454 |
| sky130_fd_sc_hd__o21ai_0 | 18 |
| sky130_fd_sc_hd__nand3_1 | 22 |
| sky130_fd_sc_hd__xnor2_1 | 14 |
| sky130_fd_sc_hd__nor2_1 | 193 |
| sky130_fd_sc_hd__dfxtp_1 | 438 |
| sky130_fd_sc_hd__a211oi_1 | 29 |
| sky130_fd_sc_hd__and2_1 | 72 |
| sky130_fd_sc_hd__clkinvlp_2 | 13 |
| sky130_fd_sc_hd__clkdlybuf4s50_1 | 520 |
## power breakdown
group	internal (µW)	switching, µW
logic	319	385
clock network	1480	1300
registers	1950	74.4
total	3750	1760
Power is estimated from default activity; no workload was simulated.
