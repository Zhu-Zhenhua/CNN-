### flow/design.v
module frontmodule_second #(
  parameter COMPUTE=2'b10,  
  parameter WRITE = 2'b01,
  parameter READ = 2'b11,
  parameter SLEEP = 2'b00,
  parameter ENABLE = 2'b01,  
  parameter DISABLE = 2'b10  
)(
  input TMBsig,
  input DTMBsig,
  input [1:0] XBAR_ADDRsig,
  input [5:0] AXsig,
  input [5:0] AYsig,
  input CEBsig,
  input RSTBsig,
  input WEBsig,
  input CMEBsig,
  input DINsig,
  input [63:0] CM_WLsig,
  input SIGM_INsig,  
  input ID_INsig,
  input RESET_INsig,  
  input LAYERsig,  
  input DTWHOLEsig, 
  input [1:0] inputsig_control,
  input [11:0] inputsig_address,
  input [7:0] inputsig_id,
  input [63:0] inputsig_data_c,
  input [1:0] inputsig_xbar_address,
  input inputsig_data_w,
  input inputsig_data_r,
  input inputsig_flag, 
  input feedbacksig_flag,
  input [63:0] feedbacksig_data,
  input [3:0] feedbacksig_row,
  input [3:0] inputsig_sigmoid_threshold,
  input CLK,
  input RESET,
  output reg next_data_r,
  output reg [1:0] next_control,
  output reg next_data_w,
  output reg posxbar_data_w,
  output reg negxbar_data_w,
  output reg [3:0] next_row ,
  output reg [11:0] next_address, 
  output reg [7:0] next_id,
  output reg [11:0] posxbar_address, 
  output reg [11:0] negxbar_address,
  output reg [1:0] next_xbar_address ,
  output reg [1:0] posxbar_control,
  output reg [1:0] posxbar_enable,   
  output reg [63:0] posxbar_data_c, 
  output reg [63:0] next_data_c,
  output reg [1:0] negxbar_control,   
  output reg [1:0] negxbar_enable,
  output reg [63:0] negxbar_data_c,
  output reg [3:0] next_sigmoid_threshold
);
  reg compute_counter_bit;
  reg [6:0] clk_counter;
  reg input_data_r;
  reg [1:0] input_control;
  reg [11:0] input_address;
  reg [7:0] input_id;
  reg [63:0] input_data_c;
  reg input_data_w;
  reg [1:0] input_xbar_address;
  reg [3:0] input_sigmoid_threshold;
  reg input_flag;  
  reg feedback_flag;  
  reg [63:0] feedback_data;
  reg [3:0] feedback_row;
  always @ (negedge CLK)
    begin
      if (RESET_INsig == 1) 
        begin
          input_id <= 0;
          input_data_r <= 0;
          input_control <= SLEEP;
          input_address <= 0;
          input_data_c <= 0;
          input_xbar_address <= 0;
          input_data_w <= 0;
          input_flag <= 0;
          input_sigmoid_threshold <= 0;
        end
      else if(RESET == 1 && DTMBsig == 0)
        begin
          input_id <= 0;
          input_data_r <= 0;
          input_control <= SLEEP;
          input_address <= 0;
          input_data_c <= 0;
          input_xbar_address <= 0;
          input_data_w <= 0;
          input_flag <= 0;
          input_sigmoid_threshold <= 0;
        end
      else if (clk_counter == 0)
        begin
          if (DTMBsig == 1 && DTWHOLEsig ==0 && LAYERsig == 1)
            begin
              input_control <= {WEBsig,CMEBsig};
              input_address <= {AXsig[5:0],AYsig[5:0]};
              input_data_c <= CM_WLsig;
              input_data_r <= input_data_r;
              input_xbar_address <= XBAR_ADDRsig;
              input_data_w <= DINsig;
              input_flag <= 1;
              if (SIGM_INsig ==1 )
                input_sigmoid_threshold <= 4'b1111;
              else
                input_sigmoid_threshold <= 4'b0000;
              input_id <= {7'b0,ID_INsig};
            end
          else
            begin
              input_control <= inputsig_control;
              input_address <= inputsig_address;
              input_data_c <= inputsig_data_c;
              input_data_r <= inputsig_data_r;
              input_xbar_address <= inputsig_xbar_address;
              input_data_w <= inputsig_data_w;
              input_flag <= inputsig_flag;
              input_sigmoid_threshold <= inputsig_sigmoid_threshold;
              input_id <= inputsig_id;
            end
        end
      else
        begin
          input_id <= input_id;
          input_data_r <= input_data_r;
          input_control <= input_control;
          input_address <= input_address;
          input_data_c <= input_data_c;
          input_xbar_address <= input_xbar_address;
          input_data_w <= input_data_w;
          input_flag <= input_flag;
          input_sigmoid_threshold <= input_sigmoid_threshold;
        end
    end
    always @ (negedge CLK)
    begin
      if (RESET_INsig == 1) 
        begin
          clk_counter <= 0;
        end
      else 
        begin
          if(RESET == 1 && DTMBsig == 0)
            begin
              clk_counter <= 0;
            end
          else
            begin
              clk_counter <= clk_counter + 1;
            end
        end
      end
  always @ (negedge CLK)
    begin
      if (RESET_INsig == 1) 
        begin
          feedback_flag <= 0;
          feedback_data <= 0;
          feedback_row <= 0;
        end
      else
        begin
          if(RESET == 1 && DTMBsig == 0)
            begin
              feedback_flag <= 0;
              feedback_data <= 0;
              feedback_row <= 0;
            end
          else 
            begin
              feedback_flag <= feedbacksig_flag;
              feedback_data <= feedbacksig_data;
              feedback_row <= feedbacksig_row;
            end
        end
    end
  always @ (negedge CLK)
    begin
      if(RESET_INsig == 1) 
        begin
          compute_counter_bit <=0;
          next_id <=0;
          posxbar_data_w <= 0;
          posxbar_address <= 0;
          negxbar_data_w <= 0;
          negxbar_address <= 0;
          posxbar_enable <= DISABLE;
          negxbar_enable <= DISABLE;
          next_control <= SLEEP;
          next_data_c <= 0;
          next_row <= 0;
          posxbar_control <= READ;
          posxbar_data_c <= 0;
          negxbar_control <= READ;
          negxbar_data_c <= 0;
        end
      else
        begin
          if (TMBsig ==1)
            begin
              compute_counter_bit <=0;
              next_id <=0;
              next_control <= SLEEP;
              next_data_c <= 0;
              next_row <= 0;
              if (XBAR_ADDRsig == 2'b10)
                begin
                  posxbar_data_w <= DINsig;
                  posxbar_address <= {AXsig[5:0],AYsig[5:0]};
                  posxbar_enable <= {CEBsig,RSTBsig};
                  posxbar_control <= {WEBsig,CMEBsig};
                  posxbar_data_c <= CM_WLsig;
                  negxbar_data_w <= 0;
                  negxbar_address <= 0;
                  negxbar_enable <= DISABLE;
                  negxbar_control <= READ;
                  negxbar_data_c <= 0;
                end
              else if (XBAR_ADDRsig == 2'b11)
                begin
                  posxbar_data_w <= 0;
                  posxbar_address <= 0;
                  posxbar_control <= READ;
                  posxbar_data_c <= 0;
                  posxbar_enable <= DISABLE;
                  negxbar_data_w <= DINsig;
                  negxbar_address <= {AXsig[5:0],AYsig[5:0]};
                  negxbar_enable <= {CEBsig,RSTBsig};
                  negxbar_control <= {WEBsig,CMEBsig};
                  negxbar_data_c <= CM_WLsig;
                end
              else
                begin
                  posxbar_data_w <= 0;
                  posxbar_address <= 0;
                  negxbar_data_w <= 0;
                  negxbar_address <= 0;
                  posxbar_enable <= DISABLE;
                  negxbar_enable <= DISABLE;
                  posxbar_control <= READ;
                  posxbar_data_c <= 0;
                  negxbar_control <= READ;
                  negxbar_data_c <= 0;
                end              
            end
          else
            if(RESET == 1 && DTMBsig == 0)
              begin
                compute_counter_bit <=0;
                next_id <=0;
                posxbar_data_w <= 0;
                posxbar_address <= 0;
                negxbar_data_w <= 0;
                negxbar_address <= 0;
                posxbar_enable <= DISABLE;
                negxbar_enable <= DISABLE;
                next_control <= SLEEP;
                next_data_c <= 0;
                next_row <= 0;
                posxbar_control <= READ;
                posxbar_data_c <= 0;
                negxbar_control <= READ;
                negxbar_data_c <= 0;
              end
            else
              begin
                posxbar_data_w <= input_data_w;
                negxbar_data_w <= input_data_w;
                if (feedback_flag == 1'b0)
                  begin
                    if (input_flag == 1'b1)
                      begin
                        next_control <= input_control;
                        next_data_c <= input_data_c;
                        next_row <= 4'b0;
                        negxbar_data_c <= input_data_c;
                        posxbar_data_c <= input_data_c;
                        if (input_control == COMPUTE)
                          begin
                            negxbar_address[5:2] <= 4'b0;
                            posxbar_address[5:2] <= 4'b0;
                            if (next_id != input_id && compute_counter_bit == 0)
                              begin
                                compute_counter_bit <= 1;
                                next_id <= next_id;
                                posxbar_enable <= DISABLE;
                                negxbar_enable <= DISABLE;
                                posxbar_control <= READ;
                                negxbar_control <= READ;
                              end
                            else if (next_id != input_id && compute_counter_bit == 1)
                              begin
                                compute_counter_bit <= 0;
                                next_id <= input_id;
                                posxbar_enable <= ENABLE;
                                negxbar_enable <= ENABLE;
                                posxbar_control <= input_control;
                                negxbar_control <= input_control;    
                              end 
                            else
                              begin
                                compute_counter_bit <= 0;
                                next_id <= next_id;
                                posxbar_enable <= posxbar_enable;
                                negxbar_enable <= negxbar_enable;
                                posxbar_control <= posxbar_control;
                                negxbar_control <= negxbar_control;
                              end
                          end
                        else if (input_control == READ)
                          begin
                            posxbar_address <= input_address;
                            negxbar_address <= input_address;
                            next_id <= input_id;
                            posxbar_control <= READ;
                            negxbar_control <= READ;  
                            if (input_xbar_address == 2'b10)
                              begin
                                posxbar_enable <= ENABLE;
                                negxbar_enable <= DISABLE; 
                              end
                            else if (input_xbar_address == 2'b11)
                              begin
                                posxbar_enable <= DISABLE;
                                negxbar_enable <= ENABLE;            
                              end
                            else
                              begin
                                posxbar_enable <= DISABLE;
                                negxbar_enable <= DISABLE;            
                              end    
                          end
                        else if (input_control == WRITE)
                          begin
                            next_id <= input_id;
                            posxbar_address <= input_address;
                            negxbar_address <= input_address;
                            if (input_xbar_address == 2'b10)
                              begin
                                posxbar_control <= input_control; 
                                negxbar_control <= READ; 
                                posxbar_enable <= ENABLE;
                                negxbar_enable <= DISABLE;
                              end
                            else if (input_xbar_address == 2'b11)
                              begin
                                posxbar_control <= READ;
                                negxbar_control <= input_control;  
                                posxbar_enable <= DISABLE;
                                negxbar_enable <= ENABLE;           
                              end
                            else
                              begin
                                posxbar_control <= READ;
                                negxbar_control <= READ; 
                                posxbar_enable <= DISABLE;
                                negxbar_enable <= DISABLE;             
                              end
                          end
                        else
                          begin
                            next_id <= next_id;
                            posxbar_control <= READ;
                            negxbar_control <= READ;
                            posxbar_enable <= DISABLE;
                            negxbar_enable <= DISABLE;
                          end
                      end
                    else  
                      begin
                        posxbar_address <= input_address;
                        negxbar_address <= input_address;
                        next_id <= next_id;
                        next_control <= SLEEP; 
                        next_data_c <= next_data_c;
                        next_row <= 4'b0;
                        posxbar_enable <= DISABLE;
                        negxbar_enable <= DISABLE;
                        posxbar_control <= READ;
                        posxbar_data_c <= input_data_c;
                        negxbar_control <= READ;
                        negxbar_data_c <= input_data_c;
                      end
                  end
                else 
                  begin
                    next_id <= next_id;
                    next_control <= COMPUTE;
                    next_data_c <= feedback_data;
                    posxbar_control <= COMPUTE;
                    posxbar_address[5:2] <= feedback_row;
                    posxbar_data_c <= feedback_data;
                    negxbar_control <= COMPUTE;
                    negxbar_address[5:2] <= feedback_row;
                    negxbar_data_c <= feedback_data;
                    if (compute_counter_bit == 1)
                      begin
                        posxbar_enable <= ENABLE;
                        negxbar_enable <= ENABLE;              
                        next_row <= feedback_row;
                        compute_counter_bit <= 0;
                      end
                    else if (next_row != feedback_row) 
                      begin
                        posxbar_enable <= DISABLE;
                        negxbar_enable <= DISABLE;
                        next_row <= next_row;
                        compute_counter_bit <= 1;
                      end
                    else
                      begin
                        posxbar_enable <= ENABLE;
                        negxbar_enable <= ENABLE;
                        next_row <= next_row;
                        compute_counter_bit <= 0;
                      end
                  end 
            end 
        end 
    end 
always @ (negedge CLK)
  begin
    if (RESET_INsig == 1) 
      begin
        next_address <= 0;
        next_data_w <= 0;
        next_xbar_address <= 0;
        next_sigmoid_threshold <= 0;
        next_data_r <= 0;
      end
    else if(RESET == 1 && DTMBsig == 0)
      begin
        next_address <= 0;
        next_data_w <= 0;
        next_xbar_address <= 0;
        next_sigmoid_threshold <= 0;
        next_data_r <= 0;
      end  
    else if (input_flag ==1)
      begin
        next_address <= input_address;
        next_data_w <= input_data_w;
        next_xbar_address <= input_xbar_address;
        next_sigmoid_threshold <= input_sigmoid_threshold;
        next_data_r <= input_data_r;
      end  
    else
      begin
        next_address <= next_address;
        next_data_w <= next_data_w;
        next_xbar_address <= next_xbar_address;
        next_sigmoid_threshold <= next_sigmoid_threshold;
        next_data_r <= next_data_r;
      end
  end
endmodule
### flow/run.sh
#!/bin/bash
# OpenROAD 26Q1-2900-gdf79404cd8, Yosys 0.63+post, stock flow scripts
make -C /OpenROAD-flow-scripts/flow DESIGN_CONFIG=/design/flow/config.mk WORK_HOME=/design/flow/orfs finish
### flow/config.mk
export PLATFORM = sky130hd
export DESIGN_NAME = frontmodule_second
export DESIGN_NICKNAME = frontmodule_second
export VERILOG_FILES = /design/flow/design.v
export SDC_FILE = /design/flow/constraint.sdc
export NUM_CORES = 4
export LEC_CHECK = 1
export CORE_UTILIZATION = 30
### flow/constraint.sdc
current_design frontmodule_second

set clk_period 9.9
set clk_io_pct 0.2

create_clock -name clk0 -period $clk_period [get_ports {CLK}]

set non_clock_inputs [all_inputs -no_clocks]
set_input_delay [expr $clk_period * $clk_io_pct] -clock clk0 $non_clock_inputs
set_output_delay [expr $clk_period * $clk_io_pct] -clock clk0 [all_outputs]
==> flow_metrics.tcl <==
# flow metrics
set metrics [dict create \
    run_status "finished, final reports clean" \
    clock.latency.late_pin_ps 630 \
    post-cts-setup-buffers 0 \
    wl_per_cell_um 17.6 \
    hold_path.class "register to register" \
    global_route_wire_length_before_repair_mm 90.7 \
    edf_count 0 \
    synth.top_cells.by_count "432 x dfxtp_1, 213 x nor2_1, 181 x nand2_1" \
    post-dp-hpwl_mm 40.0 \
    setup.worst_path.start_class "register" \
    path_max_fanout 2 \
    final_layout_size_suffix_gt1_share_pct 7.51 \
    synth.distinct_cells 47 \
    floorplan.core_area_um2 55100 \
    netlist.top_cell.by_instances "dfxtp_1" \
    final-seq-area_um2 8650 \
    ys_seq_share_pct 51.7 \
    tritoncts_clock_tree "yes" \
    power.static_leakage_nw 11.5 \
    routed_via_count 16027 \
    area_of_combinational_cells_with_multiple_inputs_um2 7340 \
    die.size.y_um 238 \
    grt_pass1_vias 16736 \
    critical_path_class "register to output pin" \
    global_route.peak_usage_layer "met2" \
    timing_max_transition_violations_final 0 \
    post_synth_fa_ha_maj_area_fraction_pct 0.150 \
    syn_avg_cell_area_um2 9.57 \
    cp.arrival_ps 6570 \
    grt_max_degree 66 \
    grt_setup_unrepaired "false" \
    ctsHtreeMaxLevel 2 \
    instance_count_along_the_most_critical_hold_path 2 \
    critical_path.top_delay_family "buffers and inverters" \
    initial_utilization_pct 30.4 \
    drc 0 \
    post_synth_main_logic_family "AND-OR/OR-AND gates" \
    finalHoldWorstSlack_ps 457 \
    yosys_cells 1748 \
    global_route.usage.met1_pct 26.1 \
    cp_slowest_stage_delay_ps 670 \
    timing.critical_path.depth 1 \
    ys_sh_aoi_pct 16.6 \
    gr-total-overflow 0 \
    openroad.warnings 458 \
    mux_share_pct 10.1 \
    cts_max_path_buffers 3 \
    place.port_buffers 515 \
    drt.antenna.violating_nets 0 \
    detailedRoute.firstIterationViolations 921 \
    crit_chain "clkdlybuf4s50_1" \
    cp-end-kind "output pin" \
    report.final.hold_viol_count 0 \
    yosys-top-cells-area "dfxtp_1 52%, mux2i_1 10%, a211oi_2 5.3%" \
    cts.root.buffer_cell "clkbuf_16" \
    tritoncts_num_sinks 432 \
    power_per_cell_area_nw_per_um2 200 \
    grt_use_met3_pct 8.30 \
    cp.buffers_inverters 1 \
    fin_tns_setup_ps 0 \
    cp_data_required_time_ps 7920 \
    postSynth.topFlopCell "dfxtp_1" \
    antenna_found_initial 3 \
    yosys.area_share.simple_pct 15.8 \
    reg2reg_depth 6 \
    post_synth_top_area_share_pct 51.7 \
    fin_skew_ps 26.8 \
    xor_share_pct 0.890 \
    setup_viol_count_final 0 \
    ios 516 \
    numCtsBuffers 50 \
    grt_use_total_pct 21.3 \
    cp_slowest_cell "clkdlybuf4s50_1" \
    wl_mm 60.1 \
    design.die.area_um2 56700 \
    first_pass_iters 5 \
    post_cts_resize_count 0 \
    floorplan.die.width_um 238 \
    setup_ws_ps 1350 \
    ctsHoldBuffers 0 \
    synthesis.area_um2 16700 \
    area_reported_by_yosys_stat_um2 16700 \
    max_slew_margin_pct 45.5 \
    gp_congestion 0.909 \
    grt.met2_usage_pct 34.1 \
    synth_async_sr_flop_share_pct 0 \
    vias_per_cell 4.70 \
    synth_top_cell_by_area "dfxtp_1" \
    yosysWarningCount 1 \
    worst_margin_pin_slew_ps 818 \
    final_core_util_pct 46.9 \
    worst_ir_drop_vdd_uv 109 \
    mapped_cells 1748 \
    max-cap-violations 0 \
    numSynthFlops 432 \
    area_delta_synth_final_pct 54.3 \
    fillCellCount 4940 \
    rows 86 \
    clk_transition_reported_paths_ps 30 \
    place_ws_ps 781 \
]
[logic make-up after synthesis]
logic type / after synthesis
AND/OR/NAND/NOR: 582
flip-flops: 432
AND-OR/OR-AND: 384
multiplexers: 168
buffers and inverters: 163
XOR/XNOR: 17
adder cells (fa/ha/maj): 2
[registers in the layout, indices dropped and copies added, names as in the netlist, 2 cells and up]
name and flops:
clk_counter 7, feedback_data 64, feedback_row 4, input_address 12, input_control 2, input_data_c 64, input_id 8, input_sigmoid_threshold 4
input_xbar_address 2, negxbar_address 12, negxbar_control 2, negxbar_data_c 64, negxbar_enable 2, next_address 12, next_control 2, next_data_c 64
next_id 8, next_row 4, next_sigmoid_threshold 4, next_xbar_address 2, posxbar_address 12, posxbar_control 2, posxbar_data_c 64, posxbar_enable 2
[cell type report]
class,count,share of cell area (%)
flip-flops and latches,432,33.5
multi-input cells,1153,28.4
repair buffers,544,21.1
clock inverters,470,8.01
clock buffers,53,5.14
well taps,748,3.63
inverters,12,0.174
diodes,1,0.00969
[final timing paths]
check / start / end / slack, ps
max reg2reg: clk_counter[3]$_SDFF_NP0_ / input_data_c[39]$_SDFFE_NP0N_ / 7010
min reg2reg: input_data_r$_SDFFE_NP0P_ / input_data_r$_SDFFE_NP0P_ / 460
max: negxbar_enable[1]$_SDFFE_NP1P_ / negxbar_enable[1] / 1350
min: input_data_r$_SDFFE_NP0P_ / input_data_r$_SDFFE_NP0P_ / 460
[placed cells by master (no fill, tap or decap), types with 71 or more instances in the layout]
master and n:
mux2i_1 167, a211oi_1 103, and3_1 72, clkdlybuf4s50_1 513, a21oi_1 169, inv_1 454
dfxtp_1 430, nand2_1 179, nor2_1 212, a211oi_2 71
[stage by stage]
step | instances | power (mW) | instance area, um^2
6_report | 3413 | 5.17 | 25800
4_1_cts | 3412 | 5.26 | 25800
3_3_place_gp | 2890 | 2.80 | 22400
5_1_grt | 3412 | 5.54 | 25800
2_1_floorplan | 1748 | 2.50 | 16700
3_5_place_dp | 2890 | 2.80 | 22400
[power by group]
part,internal [mW],switching [mW],leakage [nW]
logic,0.299,0.309,4.82
clock network,1.46,1.19,3.19
registers,1.86,0.0513,3.54
total,3.62,1.55,11.5
[per-layer routing]
| metal | up-vias | part of all wire (%) |
|---|---|---|
| met4 | 4 | 2.3 |
| met1 | 7470 | 41 |
| met5 | - | 0.045 |
| met3 | 96 | 7.6 |
| li1 | 7891 | - |
| met2 | 566 | 49 |
Power and IR drop assume default switching activity.
