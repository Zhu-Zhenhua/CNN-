==> flow/design.v <==
module aftermodule_second #(
  parameter COMPUTE=2'b10,  
  parameter WRITE = 2'b01,
  parameter READ = 2'b11,
  parameter SLEEP = 2'b00,
  parameter ENABLE = 2'b01,  
  parameter DISABLE = 2'b10  
)(
  input RESET_INsig,
  input DTMBsig,
  input [1:0] fwdsig_control,
  input [11:0] fwdsig_address,
  input [7:0] fwdsig_id,
  input [63:0] fwdsig_data_c,
  input [1:0] fwdsig_xbar_address,
  input fwdsig_data_w,
  input fwdsig_data_r,
  input [3:0] posxbarsig_result_c, negxbarsig_result_c,
  input posxbarsig_result_r, negxbarsig_result_r,
  input [3:0] fwdsig_row,
  input [3:0]fwdsig_sigmoid_threshold,
  input CLK,
  input RESET,
  output reg [63:0] pre_data_c, output_data_c,
  output reg [3:0] pre_row,
  output reg [1:0] output_control,
  output reg [11:0] output_address,
  output reg [7:0] output_id,
  output reg [1:0] output_xbar_address,
  output reg output_data_w,
  output reg output_data_r,
  output reg output_flag, 
  output reg pre_flag,
  output reg [3:0] output_sigmoid_threshold
);
  reg [3:0] now_row;
  reg [1:0] compute_result_bit;
  reg [3:0] sigmoid_threshold;
  reg [1:0] fwd_control;
  reg [11:0] fwd_address;
  reg [7:0] fwd_id;
  reg [63:0] fwd_data_c;
  reg [1:0] fwd_xbar_address;
  reg fwd_data_w;
  reg fwd_data_r;
  reg [11:0] posxbar_result_c, negxbar_result_c;
  reg posxbar_result_r, negxbar_result_r;
  reg [3:0] fwd_row;
  reg [1:0] input_count;
  wire [3:0] subtraction_result0;
  wire [3:0] subtraction_result1;
  wire [3:0] subtraction_result2;
  wire [3:0] subtraction_result3;
  assign subtraction_result0 = {1'b0,posxbar_result_c[2:0]} - {1'b0,negxbar_result_c[2:0]};
  assign subtraction_result1 = {1'b0,posxbar_result_c[5:3]} - {1'b0,negxbar_result_c[5:3]};
  assign subtraction_result2 = {1'b0,posxbar_result_c[8:6]} - {1'b0,negxbar_result_c[8:6]};
  assign subtraction_result3 = {1'b0,posxbar_result_c[11:9]} - {1'b0,negxbar_result_c[11:9]};
  always @ (negedge CLK ) 
    begin
      if (RESET_INsig == 1) 
        begin
          fwd_id <= 0;
          fwd_control <= SLEEP;
          fwd_address <= 0;
          fwd_data_c <= 0;
          fwd_xbar_address <= 0;
          fwd_data_w <= 0;
          fwd_data_r <= 0;
          fwd_row <= 0;
          posxbar_result_r <= 0;
          negxbar_result_r <= 0;
          sigmoid_threshold <= 0;
        end
      else
        begin
          if(RESET == 1 && DTMBsig == 0)
            begin
              fwd_id <= 0;
              fwd_control <= SLEEP;
              fwd_address <= 0;
              fwd_data_c <= 0;
              fwd_xbar_address <= 0;
              fwd_data_w <= 0;
              fwd_data_r <= 0;
              fwd_row <= 0;
              posxbar_result_r <= 0;
              negxbar_result_r <= 0;
              sigmoid_threshold <= 0;
            end
          else 
            begin
              fwd_id <= fwdsig_id;
              fwd_control <= fwdsig_control;
              fwd_address <= fwdsig_address;
              fwd_data_c <= fwdsig_data_c;
              fwd_xbar_address <= fwdsig_xbar_address;
              fwd_data_w <= fwdsig_data_w;
              fwd_data_r <= fwdsig_data_r;
              fwd_row <= fwdsig_row;
              posxbar_result_r <= posxbarsig_result_r;
              negxbar_result_r <= negxbarsig_result_r;
              sigmoid_threshold <= fwdsig_sigmoid_threshold;
            end
        end
    end
  always @ (negedge CLK)
    begin
      if(RESET_INsig == 1)
        begin
          input_count <= 0;
          posxbar_result_c <= 0;
          negxbar_result_c <= 0;
        end
      else if(RESET == 1 && DTMBsig == 0)
        begin
          input_count <= 0;
          posxbar_result_c <= 0;
          negxbar_result_c <= 0;
        end
      else 
        begin
          input_count <= input_count + 1;
          case(input_count)
            2'b00:
              begin
                posxbar_result_c[0] <= posxbarsig_result_c[0];
                posxbar_result_c[3] <= posxbarsig_result_c[1];
                posxbar_result_c[6] <= posxbarsig_result_c[2];
                posxbar_result_c[9] <= posxbarsig_result_c[3];
                negxbar_result_c[0] <= negxbarsig_result_c[0];
                negxbar_result_c[3] <= negxbarsig_result_c[1];
                negxbar_result_c[6] <= negxbarsig_result_c[2];
                negxbar_result_c[9] <= negxbarsig_result_c[3];
                input_count <= 2'b01;
              end
            2'b01:
              begin
                posxbar_result_c[1] <= posxbarsig_result_c[0];
                posxbar_result_c[4] <= posxbarsig_result_c[1];
                posxbar_result_c[7] <= posxbarsig_result_c[2];
                posxbar_result_c[10] <= posxbarsig_result_c[3];
                negxbar_result_c[1] <= negxbarsig_result_c[0];
                negxbar_result_c[4] <= negxbarsig_result_c[1];
                negxbar_result_c[7] <= negxbarsig_result_c[2];
                negxbar_result_c[10] <= negxbarsig_result_c[3];
                input_count <= 2'b10;
              end
            2'b10:
              begin
                posxbar_result_c[2] <= posxbarsig_result_c[0];
                posxbar_result_c[5] <= posxbarsig_result_c[1];
                posxbar_result_c[8] <= posxbarsig_result_c[2];
                posxbar_result_c[11] <= posxbarsig_result_c[3];
                negxbar_result_c[2] <= negxbarsig_result_c[0];
                negxbar_result_c[5] <= negxbarsig_result_c[1];
                negxbar_result_c[8] <= negxbarsig_result_c[2];
                negxbar_result_c[11] <= negxbarsig_result_c[3];
                input_count <= 2'b00;
              end
            2'b11:
              begin
                posxbar_result_c <= posxbar_result_c;
                negxbar_result_c <= negxbar_result_c;
                input_count <= 2'b00;
              end
          endcase
        end
    end  
  always @ (negedge CLK)  
    begin
      if (RESET_INsig == 1) 
        begin
          now_row <= 0;
          pre_flag <=0;
          pre_row <= 4'b0;
          output_flag <=0;
        end
      else if (RESET == 1 && DTMBsig == 0)
        begin
          now_row <= 0;
          pre_flag <=0;
          pre_row <= 4'b0;
          output_flag <=0;
        end
      else if (fwd_control == COMPUTE)
        begin
          if (output_id == fwd_id && fwd_row == 0 && output_flag == 1)  
            begin
              now_row <= 0;
              pre_flag <= 1'b0;
              pre_row <= 4'b0;
              output_flag <= 1'b1;
            end
          else if ((fwd_row != now_row && now_row !=4'b1111)|| output_id != fwd_id)  
            begin
              now_row <= fwd_row;
              pre_row<= fwd_row;
              pre_flag <= 1;
              output_flag <= 0;
            end
          else if (compute_result_bit == 2'b01)
            begin
              output_flag <= 0;
              pre_flag <= 1;
              now_row <= fwd_row;
              pre_row <= fwd_row;
            end
          else if (compute_result_bit == 2'b11)
            begin
              output_flag <= output_flag;
              pre_flag <= pre_flag;
              now_row <= now_row;
              pre_row <= pre_row;
            end
          else if (fwd_row == 4'b1111 && compute_result_bit == 2'b00)
            begin
              now_row <= fwd_row;
              output_flag <= 1'b1;
              pre_flag <= 1'b0;
              pre_row <= 4'b0;
            end
          else if (fwd_row != 4'b1111 && compute_result_bit == 2'b00)
            begin
              now_row <= fwd_row;
              output_flag <= 1'b0;
              pre_flag <= 1'b1;
              pre_row <= fwd_row+1;
            end
        end
      else
        begin 
          pre_flag <=0;
          pre_row <= 4'b0;
          if (fwd_control == READ || fwd_control == WRITE)
            begin
              output_flag <=1;
            end
          else
            begin          
              output_flag <=output_flag;
            end
        end
    end
  always @ (negedge CLK)
    begin
      if (RESET_INsig == 1) 
        begin
          output_id <=0;
          output_address <= 0;
          output_data_w <= 0;
          output_xbar_address <= 0;
          output_control <= SLEEP;
          output_sigmoid_threshold <= 0;
          pre_data_c <= 0;  
          output_data_c <= 0;          
          output_data_r <= 0;
        end
      else if(RESET == 1 && DTMBsig == 0)
        begin
          output_id <=0;
          output_address <= 0;
          output_data_w <= 0;
          output_xbar_address <= 0;
          output_control <= SLEEP;
          output_sigmoid_threshold <= 0;
          pre_data_c <= 0;  
          output_data_c <= 0;          
          output_data_r <= 0;
        end
      else
        begin
          output_id <= fwd_id;
          output_address <= fwd_address;
          output_data_w <= fwd_data_w;
          output_xbar_address <= fwd_xbar_address;
          output_control <= fwd_control;
          output_sigmoid_threshold <= sigmoid_threshold;
          pre_data_c <= fwd_data_c;  
          if (fwd_control == COMPUTE)
            begin
              if (output_id == fwd_id && fwd_row == 0 && output_flag == 1)  
                begin
                  output_data_r <= output_data_r;
                  output_data_c <= output_data_c;             
                end
              else
                begin
                  output_data_r <= output_data_r;
                  if (((fwd_row != now_row && now_row !=4'b1111) || output_id != fwd_id) && input_count == 2'b10)  
                    begin
                      case ({subtraction_result0[3],sigmoid_threshold[3]})
                            2'b00:
                                output_data_c[fwd_row*4] <= (subtraction_result0[2:0]>=sigmoid_threshold[2:0]);
                            2'b01:
                                output_data_c[fwd_row*4] <= 1;
                            2'b11:
                                output_data_c[fwd_row*4] <= (subtraction_result0[2:0]<sigmoid_threshold[2:0]);
                            2'b10:
                                output_data_c[fwd_row*4] <= 0;
                          endcase
                          case ({subtraction_result1[3],sigmoid_threshold[3]})
                            2'b00:
                                output_data_c[fwd_row*4+1] <= (subtraction_result1[2:0]>=sigmoid_threshold[2:0]);
                            2'b01:
                                output_data_c[fwd_row*4+1] <= 1;
                            2'b11:
                                output_data_c[fwd_row*4+1] <= (subtraction_result1[2:0]<sigmoid_threshold[2:0]);
                            2'b10:
                                output_data_c[fwd_row*4+1] <= 0;
                          endcase                                                                
                          case ({subtraction_result2[3],sigmoid_threshold[3]})
                            2'b00:
                                output_data_c[fwd_row*4+2] <= (subtraction_result2[2:0]>=sigmoid_threshold[2:0]);
                            2'b01:
                                output_data_c[fwd_row*4+2] <= 1;
                            2'b11:
                                output_data_c[fwd_row*4+2] <= (subtraction_result2[2:0]<sigmoid_threshold[2:0]);
                            2'b10:
                                output_data_c[fwd_row*4+2] <= 0;
                          endcase
                          case ({subtraction_result3[3],sigmoid_threshold[3]})
                            2'b00:
                                output_data_c[fwd_row*4+3] <= (subtraction_result3[2:0]>=sigmoid_threshold[2:0]);
                            2'b01:
                                output_data_c[fwd_row*4+3] <= 1;
                            2'b11:
                                output_data_c[fwd_row*4+3] <= (subtraction_result3[2:0]<sigmoid_threshold[2:0]);
                            2'b10:
                                output_data_c[fwd_row*4+3] <= 0;
                          endcase
                    end
                  else
                    begin
                      compute_result_bit<= compute_result_bit;
                      output_data_c <= output_data_c; 
                    end
                  end
              end              
          else if (fwd_control == WRITE)
            begin
              output_data_r <= output_data_r;
              output_data_c <= output_data_c;
            end
          else if (fwd_control == READ)
            begin
              output_data_c <= output_data_c;
              if (fwd_xbar_address == 2'b10)
                begin
                  output_data_r <= posxbar_result_r;
                end
              else if (fwd_xbar_address == 2'b11)
                begin
                  output_data_r <= negxbar_result_r;             
                end
              else
                begin
                  output_data_r <= fwd_data_r;
                end
            end
          else  
            begin
              output_data_c <= output_data_c;
              output_data_r <= output_data_r;
            end
        end
    end
endmodule
==> flow/run.sh <==
#!/bin/bash
# OpenROAD 26Q1-2900-gdf79404cd8, Yosys 0.63+post, stock flow scripts
make -C /OpenROAD-flow-scripts/flow DESIGN_CONFIG=/design/flow/config.mk WORK_HOME=/design/flow/orfs finish
==> flow/config.mk <==
export PLATFORM = sky130hd
export DESIGN_NAME = aftermodule_second
export DESIGN_NICKNAME = aftermodule_second
export VERILOG_FILES = /design/flow/design.v
export SDC_FILE = /design/flow/constraint.sdc
export NUM_CORES = 4
export LEC_CHECK = 1
export CORE_UTILIZATION = 30
==> flow/constraint.sdc <==
current_design aftermodule_second

set clk_period 13.6
set clk_io_pct 0.2

create_clock -name clk0 -period $clk_period [get_ports {CLK}]

set non_clock_inputs [all_inputs -no_clocks]
set_input_delay [expr $clk_period * $clk_io_pct] -clock clk0 $non_clock_inputs
set_output_delay [expr $clk_period * $clk_io_pct] -clock clk0 [all_outputs]
==> impl_metrics.toml <==
# physical design summary
[setup_path]
cp.arrival_ns = 4.66
critPathKind = "in -> reg"
r2r_start = "fwd_row[0]"
crit_path_end_kind = "flop"
required_ns = 7.23
critPathLaunch = "RESET"
crit_fanout = 45
critPathLaunchType = "input port"

[pwr]
leakagePower_nw = 7.38
peakVddDrop_uv = 119
power.density_nw_per_um2 = 144

[placement]
io_buffers = 275
place.gp.congestion = 0.916
dpl.hpwl_mm = 20.6

[yosys]
synthCells = 1066
ys_cells = 1066
area_leaders = "dfxtp_1 54%, and2_1 11%, mux2i_1 4.8%, ha_1 3.6%, nor2_1 2.3%"
edf_count = 0
yosysChipArea_sq_um = 10900
synthArstFlopShare_pct = 0
ys_seq_share_pct = 54.4
flop_cell = "dfxtp_1"
postSynthAreaPerCell_sq_um = 10.2
yosysWarnings = 1
top_area_share_pct = 54.4
synth_cell_type_count = 66
ys_seq_elements = 295
syn_area_sq_um = 10900
synth_area_leader_cell = "dfxtp_1"

[status]
status = "complete, no violations"

[final_layout]
drive_gt1_share_pct = 4.86
utilization_pct = 45.6
area_delta_synth_final_pct = 49.1
lay_top_count = "inv_1"
layout_top_cells = "341 x inv_1, 295 x dfxtp_1, 275 x clkdlybuf4s50_1"

[grt]
grtUsageTotal_pct = 16.9
grt_pass1_wl_mm = 47.5
grt_pass1_vias = 9644
grt_antenna_before_repair = 1
grt-ovfl-total = 0
grt_max_degree = 186

[clock_tree]
numCtsBuffers = 35
post_cts_buffers = 0
htree_levels = 2
cts.sinks = 295
clockBufferDepth = 3
postCtsHoldBufs = 0
clk_pin_slew_ns = 0.04
cts_root_buffer = "clkbuf_16"
cts_resized = 0
cts_tree = "yes"
clk_latency_ns = 0.58

[final_timing]
setup_viol = 0
finalHoldViolCount = 0
rsz0062_at_grt = "false"
maxSlewViolCount = 0
setup_tns_ns = 0
worstMarginPinSlew_ns = 0.856
finClkSkew_ns = 0.0158
timing.slew.headroom_pct = 42.9

[floorplan]
die_x_um = 192
core_area_sq_um = 35600
chipArea_sq_um = 37000
ios = 276
initial_utilization_pct = 30.5
num_rows = 69
fp.dieH_um = 192

[route]
drc = 0
antenna_cells = 0
postRouteAntennaNets = 0
dr.first_iter.drc_count = 335
post_drt_wl_per_cell_um = 14.5
dr.pass1.iters = 5
avgViaCountPerCell = 4.51
wirelength_mm = 30.6
vias = 9507

[hold_path]
worstHoldStart = "fwd_data_c[17]"
hold_path.class = "reg -> reg"

[flow_run]
cap_violations = 0
warnings = 326
## stage by stage
| step | cells | total power, mW | hold slack, ns | worst slack (ns) | cell area, sq um |
|---|---|---|---|---|---|
| after detailed placement | 1752 | 1.26 | 0.410 | 2.00 | 14000 |
| after floorplan | 1066 | 1.17 | 0.406 | 2.91 | 10900 |
| after CTS | 2107 | 2.39 | 0.411 | 2.57 | 16200 |
| after global placement | 1752 | 1.26 | 0.407 | 2.04 | 14000 |
| after global routing | 2107 | 2.52 | 0.413 | 2.48 | 16200 |
| final | 2107 | 2.33 | 0.408 | 2.57 | 16200 |
## report_power, final
group | total, mW | switching, mW | internal [mW]
Combinational | 0.206 | 0.108 | 0.0977
Sequential | 0.917 | 0.0158 | 0.902
Clock | 1.21 | 0.572 | 0.635
Total | 2.33 | 0.696 | 1.63
## cells in the mapped netlist (4+ instances only)
cell / count
nor2_1: 67
and2_1: 198
nor2b_1: 5
and3_1: 9
a211o_1: 4
or3_1: 5
o221a_1: 5
nor2_2: 4
nand2_1: 51
o221ai_1: 5
o211ai_1: 4
buf_1: 4
buf_4: 4
a31oi_1: 6
a22o_1: 4
buf_6: 5
inv_1: 35
o22ai_1: 9
a211oi_1: 8
a21oi_1: 39
a311oi_1: 11
nor3_1: 18
fa_1: 4
ha_1: 31
nand3_1: 16
dfxtp_1: 295
nor4_1: 16
clkbuf_1: 45
a21o_1: 7
xor2_1: 13
nand2b_1: 8
o21ai_0: 20
mux2i_1: 52
nand4_1: 8
## cell type report
class	count	area [sq um]
flip-flops and latches	295	5910
inverters	34	128
repair buffers	285	2840
multi-input cells	676	4560
well taps	461	577
clock buffers	36	901
fillers	3280	19400
clock inverters	320	1290
## kinds of logic (layout without fill, tap and decap cells)
family | count (synthesis) | count (layout) | share of synthesized area, %
flip-flops | 295 | 295 | 54.4
AND-OR/OR-AND | 154 | 154 | 10.2
AND/OR/NAND/NOR | 419 | 419 | 21.3
XOR/XNOR | 16 | 16 | 1.29
buffers and inverters | 95 | 675 | 3.79
multiplexers | 52 | 52 | 4.79
adder cells (fa/ha/maj) | 35 | 35 | 4.31
## worst paths after layout
check                           slack, ns  depth (start not counted)           endpoint
worst min-delay path                 0.41                          1     pre_data_c[17]
worst max register to register      10.05                          7  output_data_c[32]
worst max-delay path                 2.57                          4  output_data_c[39]
worst min register to register       0.41                          1     pre_data_c[17]
## state kept, by name, indices dropped and copies added (netlist names), 8 cells and up
signal	flops
fwd_address	12
fwd_data_c	64
fwd_id	8
negxbar_result_c	12
output_address	12
output_data_c	64
output_id	8
posxbar_result_c	12
pre_data_c	64
## worst max-delay path, cell delays in order
cell             delay (ns)
clkdlybuf4s50_1        0.52
a21o_2                 0.66
buf_4                  0.56
o22ai_1                0.17
## routing by layer
layer,wire length (um),share of wire [%],GRT usage (%),vias to the layer above
met4,889,2.9,8.84,2
li1,-,-,-,4743
met2,13300,43,23.5,440
met5,16,0.052,0,-
met1,12400,40,19.8,4262
met3,4070,13,11.4,60
No activity file was given, so power comes from the tool's default toggle rates.
